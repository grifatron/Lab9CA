File: flow/config.mk
export PLATFORM = sky130hd
export DESIGN_NAME = register
export DESIGN_NICKNAME = register
export VERILOG_FILES = /design/flow/design.v
export SDC_FILE = /design/flow/constraint.sdc
export NUM_CORES = 4
export LEC_CHECK = 1
export CORE_UTILIZATION = 40
File: flow/constraint.sdc
current_design register

set clk_period 18.8
set clk_io_pct 0.2

create_clock -name clk0 -period $clk_period [get_ports {clk}]

set non_clock_inputs [all_inputs -no_clocks]
set_input_delay [expr $clk_period * $clk_io_pct] -clock clk0 $non_clock_inputs
set_output_delay [expr $clk_period * $clk_io_pct] -clock clk0 [all_outputs]
File: flow/design.v
module register(Dc, write, rs1, rs2, rd, clk, reset, Da, Db);
input [31:0] Dc;
input write, clk, reset;
input [4:0] rs1, rs2, rd;
output wire [31:0] Da, Db;
wire [31:0] X;
wire [31:0] load;
wire [31:0] reg0,reg1,reg2,reg3,reg4,reg5,reg6,reg7,reg8,reg9,reg10,reg11,reg12,reg13,reg14,reg15,reg16,reg17,reg18,reg19,reg20,reg21,reg22,reg23,reg24,reg25,reg26,reg27,reg28,reg29,reg30, reg31;
Decoder start(rd[4:0], X[31:0]);
assign load[0] = X[0] & write;
assign load[1] = X[1] & write;
assign load[2] = X[2] & write;
assign load[3] = X[3] & write;
assign load[4] = X[4] & write;
assign load[5] = X[5] & write;
assign load[6] = X[6] & write;
assign load[7] = X[7] & write;
assign load[8] = X[8] & write;
assign load[9] = X[9] & write;
assign load[10] = X[10] & write;
assign load[11] = X[11] & write;
assign load[12] = X[12] & write;
assign load[13] = X[13] & write;
assign load[14] = X[14] & write;
assign load[15] = X[15] & write;
assign load[16] = X[16] & write;
assign load[17] = X[17] & write;
assign load[18] = X[18] & write;
assign load[19] = X[19] & write;
assign load[20] = X[20] & write;
assign load[21] = X[21] & write;
assign load[22] = X[22] & write;
assign load[23] = X[23] & write;
assign load[24] = X[24] & write;
assign load[25] = X[25] & write;
assign load[26] = X[26] & write;
assign load[27] = X[27] & write;
assign load[28] = X[28] & write;
assign load[29] = X[29] & write;
assign load[30] = X[30] & write;
assign load[31] = X[31] & write;
Register one(Dc[31:0], load[0], clk, reset, reg0);
Register two(Dc[31:0], load[1], clk, reset, reg1);
Register three(Dc[31:0], load[2], clk, reset, reg2);
Register four(Dc[31:0], load[3], clk, reset, reg3);
Register five(Dc[31:0], load[4], clk, reset, reg4);
Register six(Dc[31:0], load[5], clk, reset, reg5);
Register seven(Dc[31:0], load[6], clk, reset, reg6);
Register eight(Dc[31:0], load[7], clk, reset, reg7);
Register nine(Dc[31:0], load[8], clk, reset, reg8);
Register ten(Dc[31:0], load[9], clk, reset, reg9);
Register eleven(Dc[31:0], load[10], clk, reset, reg10);
Register twelve(Dc[31:0], load[11], clk, reset, reg11);
Register thirteen(Dc[31:0], load[12], clk, reset, reg12);
Register fourteen(Dc[31:0], load[13], clk, reset, reg13);
Register fifteen(Dc[31:0], load[14], clk, reset, reg14);
Register sixteen(Dc[31:0], load[15], clk, reset, reg15);
Register seventeen(Dc[31:0], load[16], clk, reset, reg16);
Register eighteen(Dc[31:0], load[17], clk, reset, reg17);
Register nineteen(Dc[31:0], load[18], clk, reset, reg18);
Register twenty(Dc[31:0], load[19], clk, reset, reg19);
Register twentyone(Dc[31:0], load[20], clk, reset, reg20);
Register twentytwo(Dc[31:0], load[21], clk, reset, reg21);
Register twentythree(Dc[31:0], load[22], clk, reset, reg22);
Register twentyfour(Dc[31:0], load[23], clk, reset, reg23);
Register twentyfive(Dc[31:0], load[24], clk, reset, reg24);
Register twentysix(Dc[31:0], load[25], clk, reset, reg25);
Register twentyseven(Dc[31:0], load[26], clk, reset, reg26);
Register twentyeight(Dc[31:0], load[27], clk, reset, reg27);
Register twentynine(Dc[31:0], load[28], clk, reset, reg28);
Register thirty(Dc[31:0], load[29], clk, reset, reg29);
Register thirtyone(Dc[31:0], load[30], clk, reset, reg30);
Register thirtytwo(Dc[31:0], load[31], clk, reset, reg31);
Mux_A A(reg0,reg1,reg2,reg3,reg4,reg5,reg6,reg7,reg8,reg9,
reg10,reg11,reg12,reg13,reg14,reg15,reg16,reg17,reg18,reg19,
reg20,reg21,reg22,reg23,reg24,reg25,reg26,reg27,reg28,reg29,
reg30,reg31,rs1[4:0], Da[31:0]);
Mux_A B(reg0,reg1,reg2,reg3,reg4,reg5,reg6,reg7,reg8,reg9,
reg10,reg11,reg12,reg13,reg14,reg15,reg16,reg17,reg18,reg19,
reg20,reg21,reg22,reg23,reg24,reg25,reg26,reg27,reg28,reg29,
reg30,reg31,rs2[4:0], Db[31:0]);
endmodule
module Register(Din, load, clk, reset, Dout);
input [31:0] Din;
input load, clk, reset;
output reg [31:0] Dout;
always @(posedge clk)
begin
	if (reset == 1)
		Dout[31:0] = 32'b00000000000000000000000000000000;
	else if (reset == 0 & load == 1)
		Dout[31:0] = Din[31:0];
	else
		Dout[31:0] = Dout[31:0];
end
endmodule
module Decoder(select, dout);
input [4:0] select;
output [31:0] dout;
assign dout[0] = ~select[4] & ~select[3] & ~select[2] & ~select[1] & ~select[0];
assign dout[1] = ~select[4] & ~select[3] & ~select[2] & ~select[1] & select[0];
assign dout[2] = ~select[4] & ~select[3] & ~select[2] & select[1] & ~select[0];
assign dout[3] = ~select[4] & ~select[3] & ~select[2] & select[1] & select[0];
assign dout[4] = ~select[4] & ~select[3] & select[2] & ~select[1] & ~select[0];
assign dout[5] = ~select[4] & ~select[3] & select[2] & ~select[1] & select[0];
assign dout[6] = ~select[4] & ~select[3] & select[2] & select[1] & ~select[0];
assign dout[7] = ~select[4] & ~select[3] & select[2] & select[1] & select[0];
assign dout[8] = ~select[4] & select[3] & ~select[2] & ~select[1] & ~select[0];
assign dout[9] = ~select[4] & select[3] & ~select[2] & ~select[1] & select[0];
assign dout[10] = ~select[4] & select[3] & ~select[2] & select[1] & ~select[0];
assign dout[11] = ~select[4] & select[3] & ~select[2] & select[1] & select[0];
assign dout[12] = ~select[4] & select[3] & select[2] & ~select[1] & ~select[0];
assign dout[13] = ~select[4] & select[3] & select[2] & ~select[1] & select[0];
assign dout[14] = ~select[4] & select[3] & select[2] & select[1] & ~select[0];
assign dout[15] = ~select[4] & select[3] & select[2] & select[1] & select[0];
assign dout[16] = select[4] & ~select[3] & ~select[2] & ~select[1] & ~select[0];
assign dout[17] = select[4] & ~select[3] & ~select[2] & ~select[1] & select[0];
assign dout[18] = select[4] & ~select[3] & ~select[2] & select[1] & ~select[0];
assign dout[19] = select[4] & ~select[3] & ~select[2] & select[1] & select[0];
assign dout[20] = select[4] & ~select[3] & select[2] & ~select[1] & ~select[0];
assign dout[21] = select[4] & ~select[3] & select[2] & ~select[1] & select[0];
assign dout[22] = select[4] & ~select[3] & select[2] & select[1] & ~select[0];
assign dout[23] = select[4] & ~select[3] & select[2] & select[1] & select[0];
assign dout[24] = select[4] & select[3] & ~select[2] & ~select[1] & ~select[0];
assign dout[25] = select[4] & select[3] & ~select[2] & ~select[1] & select[0];
assign dout[26] = select[4] & select[3] & ~select[2] & select[1] & ~select[0];
assign dout[27] = select[4] & select[3] & ~select[2] & select[1] & select[0];
assign dout[28] = select[4] & select[3] & select[2] & ~select[1] & ~select[0];
assign dout[29] = select[4] & select[3] & select[2] & ~select[1] & select[0];
assign dout[30] = select[4] & select[3] & select[2] & select[1] & ~select[0];
assign dout[31] = select[4] & select[3] & select[2] & select[1] & select[0];
endmodule 
module Mux_A(reg0,reg1,reg2,reg3,reg4,reg5,reg6,reg7,reg8,reg9,reg10,reg11,reg12,
reg13,reg14,reg15,reg16,reg17,reg18,reg19,reg20,reg21,reg22,reg23,reg24,reg25,reg26,
reg27,reg28,reg29,reg30,reg31,s, Mux_out_A);
input [31:0] reg0,reg1,reg2,reg3,reg4,reg5,reg6,reg7,reg8,reg9,reg10,reg11,reg12,
reg13,reg14,reg15,reg16,reg17,reg18,reg19,reg20,reg21,reg22,reg23,reg24,reg25,reg26,
reg27,reg28,reg29,reg30,reg31;
input [4:0] s;
output reg [31:0] Mux_out_A;
always @(*) begin
	case(s) 
	5'b00000: Mux_out_A = reg0;
	5'b00001: Mux_out_A = reg1;
	5'b00010: Mux_out_A = reg2;
	5'b00011: Mux_out_A = reg3;
	5'b00100: Mux_out_A = reg4;
	5'b00101: Mux_out_A = reg5;
	5'b00110: Mux_out_A = reg6;
	5'b00111: Mux_out_A = reg7;
	5'b01000: Mux_out_A = reg8; 
	5'b01001: Mux_out_A = reg9;
	5'b01010: Mux_out_A = reg10;
	5'b01011: Mux_out_A = reg11;
	5'b01100: Mux_out_A = reg12;
	5'b01101: Mux_out_A = reg13;
	5'b01110: Mux_out_A = reg14;
	5'b01111: Mux_out_A = reg15;
	5'b10000: Mux_out_A = reg16;
	5'b10001: Mux_out_A = reg17;
	5'b10010: Mux_out_A = reg18;
	5'b10011: Mux_out_A = reg19;
	5'b10100: Mux_out_A = reg20;
	5'b10101: Mux_out_A = reg21;
	5'b10110: Mux_out_A = reg22;
	5'b10111: Mux_out_A = reg23;
	5'b11000: Mux_out_A = reg24;
	5'b11001: Mux_out_A = reg25;
	5'b11010: Mux_out_A = reg26;
	5'b11011: Mux_out_A = reg27;
	5'b11100: Mux_out_A = reg28;
	5'b11101: Mux_out_A = reg29;
	5'b11110: Mux_out_A = reg30;
	5'b11111: Mux_out_A = reg31;
	endcase
	end
	endmodule
File: flow/run.sh
#!/bin/bash
# OpenROAD 26Q1-2900-gdf79404cd8, Yosys 0.63+post, stock flow scripts
make -C /OpenROAD-flow-scripts/flow DESIGN_CONFIG=/design/flow/config.mk WORK_HOME=/design/flow/orfs finish
==> results.toml <==
# flow metrics
[worst_setup_path]
critical_path.endpoint_type = "output port"
critical_path.max_stage_delay_ps = 780
worst_r2r_endpoint = "twelve.Dout[0]"
worstPathBufferInverterCount = 4
crit_path_top_delay_cell = "sky130_fd_sc_hd__a2111oi_0"
timing.reg2reg.setup_slack_ps = 17920
worstPathArrival_ps = 8330
critical-path-top-delay-family = "buffers and inverters"
worstReg2RegStart = "twelve.Dout[0]"
cp_max_fo = 29
critical_path_class = "in2out"
crit_path_cell_trace = "clkdlybuf4s50_1 > buf_4 > or2_2 > or2_2 > buf_4 > o21ai_0 > a2111oi_0 > a21oi_1 > clkdlybuf4s50_1"
required_ps = 15040
worst-r2r-cell-count = 2
worst-path-stages = 9
critPathLaunchType = "primary input"

[worst_hold_path]
worstHoldPathCells = 2
worst_hold_startpoint = "nine.Dout[0]"
worst_hold_path_type = "reg2reg"
hold_path_end = "nine.Dout[0]"

[logic_synthesis]
ys_sh_xor = 0
synth.cellmix.adderShare = 0
asyncSetResetFlopFracSynth = 0
synthesis.yosys.warnings = 2
synthDominantCellAreaShare = 0.422
syn_avg_cell_area_um2 = 7.31
synthTopCellsByArea = "sky130_fd_sc_hd__dfxtp_1 42%, sky130_fd_sc_hd__nand2_1 17%, sky130_fd_sc_hd__a21oi_1 11%"
synth_simple_gate_area_share = 0.236
edf_count = 0
synthesis.area_mm2 = 0.0486
synthTopLogicFamily = "AND-OR/OR-AND gates"
yosysChipArea_mm2 = 0.0486
yosys.area.top_type = "sky130_fd_sc_hd__dfxtp_1"
synth_stat.cells = 6643
synth.area.mux_share = 0.0115
compound_area_frac = 0.275
synth_top_flop_cell = "sky130_fd_sc_hd__dfxtp_1"
ys.flops = 1024
synthDistinctLibCells = 68
yosysSeqAreaShare = 0.422
syn_inst = 6643

[global_routing]
grt_first_pass_wirelength_mm = 466
global_route.usage.total = 0.582
via_count_of_the_first_global_routing_pass = 53800
grt_max_degree = 143
grt_overflow_total = 0
grt_antenna_before_repair = 45

[clocking]
ctsResizeCount = 0
cts_root_buffer = "sky130_fd_sc_hd__clkbuf_16"
clock_sink_count = 1024
clk_path_buf_depth = 3
cts-buffers-inserted = 114
tritoncts_clock_tree = "done"
cts.repair_timing.setup_buffer_count = 0
htree_num_levels = 3
ctsHoldBuffers = 0
clk_latency_ps = 780
clock_pin_slew_reported_for_the_worst_setup_and_hold_paths_after_clock_tree_synthesis_ps = 60

[route]
avgViaCountPerCell = 7.26
ant_nets = 0
drt_wl_total_mm = 354
drt_iter0_markers = 9897
routed_wire_length_per_instance_um = 42.8
dr_total_vias = 60100
drc_errors = 0
drt_first_pass_iters = 10

[run]
warnings = 39
max_cap_violations = 0

[cells_and_area]
final_layout_size_suffix_gt1_frac = 0.0967
area_growth_pct = 15.0
post-route-util = 0.465
layoutNonFillerInstCount = 8275
final_layout_top_logic_cells = "2228 x sky130_fd_sc_hd__nand2_1, 1097 x sky130_fd_sc_hd__a21oi_1, 1024 x sky130_fd_sc_hd__dfxtp_1"
final_layout_top_logic_cell = "sky130_fd_sc_hd__nand2_1"

[sta]
rsz0062_at_grt = "false"
finalHoldWorstSlack_ps = 471
timing.slew.headroom = 0.135
final_critical_period_ps = 12090
fin_setup_tns_ps = 0
worst_clock_skew_ps = 0
finalSetupViolations = 0
timing_hold_violations_final = 0
timing_worst_slew_pin_value_ps = 1290
post-route-period-util = 0.643
timing_max_transition_violations_final = 0
fmax_mhz = 82.7
post-route-worst-setup-slack_ps = 6710

[floorplan]
chipArea_mm2 = 0.123
core-area_mm2 = 0.120
row_count = 127
floorplan.die.height_um = 350
die_width_um = 350
design.portCount = 114
floorplan.core_util = 0.404

[run_status]
outcome = "finished clean"

[pwr]
total_power_density_per_cell_area_mw_per_mm2 = 87.2
ir_worst_vdd_v = 0.0000805
power_leakage_nw = 17.7

[placed_design]
number_of_buffers_inserted_by_port_buffering = 113
routabilityCongestion = 1.14
dp_slack_ps = 6970
dp_hpwl_mm = 217
placed_cells = 8007
[stage by stage]
stage	total power [W]	instance area (µm²)
finish	0.00487	55800
global route	0.00492	55700
CTS	0.00483	55700
detailed placement	0.00253	51900
global placement	0.00253	51900
floorplan	0.00236	48600
[layout make-up]
class	instances	area [µm²]
Clock buffer	156	3230
Antenna cell	63	158
Tap cell	1612	2020
Fill cell	11900	64300
Timing Repair Buffer	389	3200
Multi-Input combinational cell	4975	26100
Clock inverter	49	577
Sequential cell	1024	20500
Inverter	7	26.3
[report_power, final]
part           total (W)  internal, W  switching, W  leakage [nW]
sequential       0.00219      0.00218     0.0000106          8.25
combinational   0.000329    0.0000572      0.000271          7.64
clock            0.00235      0.00135       0.00100          1.86
total            0.00487      0.00358       0.00129          17.7
[worst reg2reg max path, delay by kind of cell (launching register included)]
family,cells,cell delay [ps]
flip-flops,1,560
AND-OR/OR-AND,1,150
AND/OR/NAND/NOR,1,90
[how the worst max path moves through the flow]
stage,end,from
after CTS,Db[28],rs2[3]
final,Db[28],rs2[3]
after global routing,Db[28],rs2[3]
[synthesized netlist by cell type, types with 5 or more instances]
master,number
sky130_fd_sc_hd__a2111oi_0,14
sky130_fd_sc_hd__a211oi_1,6
sky130_fd_sc_hd__a21oi_1,1097
sky130_fd_sc_hd__a221o_1,6
sky130_fd_sc_hd__a221oi_1,56
sky130_fd_sc_hd__a222oi_1,21
sky130_fd_sc_hd__a22o_1,70
sky130_fd_sc_hd__a22oi_1,714
sky130_fd_sc_hd__a31oi_1,24
sky130_fd_sc_hd__a32o_1,5
sky130_fd_sc_hd__a32oi_1,15
sky130_fd_sc_hd__and2_1,8
sky130_fd_sc_hd__and3_1,22
sky130_fd_sc_hd__and4_1,7
sky130_fd_sc_hd__buf_1,15
sky130_fd_sc_hd__buf_2,140
sky130_fd_sc_hd__buf_4,14
sky130_fd_sc_hd__buf_6,5
sky130_fd_sc_hd__clkbuf_1,463
sky130_fd_sc_hd__dfxtp_1,1024
sky130_fd_sc_hd__inv_1,7
sky130_fd_sc_hd__mux2_2,21
sky130_fd_sc_hd__mux2i_1,32
sky130_fd_sc_hd__nand2_1,2260
sky130_fd_sc_hd__nand2b_1,14
sky130_fd_sc_hd__nand3_1,45
sky130_fd_sc_hd__nand3b_1,12
sky130_fd_sc_hd__nand4_1,101
sky130_fd_sc_hd__nand4b_1,6
sky130_fd_sc_hd__nor2_1,179
sky130_fd_sc_hd__nor2_2,14
sky130_fd_sc_hd__nor2b_1,19
sky130_fd_sc_hd__nor3_1,45
sky130_fd_sc_hd__nor3b_1,7
sky130_fd_sc_hd__nor4_1,25
sky130_fd_sc_hd__o21ai_0,38
sky130_fd_sc_hd__o22a_1,10
sky130_fd_sc_hd__o22ai_1,7
sky130_fd_sc_hd__o31ai_1,7
sky130_fd_sc_hd__o32a_1,8
sky130_fd_sc_hd__or2_2,5
sky130_fd_sc_hd__or3_1,6
sky130_fd_sc_hd__or4_1,5
[kinds of logic (layout without fill, tap and decap cells)]
kind of cell,after synthesis,after routing
multiplexers,53,53
flip-flops,1024,1024
AND/OR/NAND/NOR,2804,2804
buffers and inverters,644,601
AND-OR/OR-AND,2118,2118
other,0,63
[layer usage]
layer | track usage | routed length [µm]
met1 | 0.697 | 120000
met2 | 0.733 | 133000
met3 | 0.376 | 64000
met4 | 0.446 | 36500
met5 | 0.0361 | 582
Power figures rest on the tool's default switching activity, not on a simulated workload.
