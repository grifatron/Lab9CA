### ./config.mk
export PLATFORM = sky130hd
export DESIGN_NAME = ROM
export DESIGN_NICKNAME = ROM
export VERILOG_FILES = /design/flow/design.v
export SDC_FILE = /design/flow/constraint.sdc
export NUM_CORES = 4
export LEC_CHECK = 1
export CORE_AREA = 10 10 109 109
export DIE_AREA = 0 0 119 119
### ./run.sh
#!/bin/bash
# OpenROAD 26Q1-2900-gdf79404cd8, Yosys 0.63+post, stock flow scripts
make -C /OpenROAD-flow-scripts/flow DESIGN_CONFIG=/design/flow/config.mk WORK_HOME=/design/flow/orfs finish
### ./design.v
module ROM(Address, InstOut, clk);
	input[31:0]Address;
	input clk;
	output reg[31:0] InstOut;
	reg[31:0]Instructions[18:0];
	initial begin
		Instructions[0] = 32'h00450693;
		Instructions[1] = 32'h00100713;
		Instructions[2] = 32'h00b76463;
		Instructions[3] = 32'h00008067;
		Instructions[4] = 32'h0006a803;
		Instructions[5] = 32'h00068613;
		Instructions[6] = 32'h00070793;
		Instructions[7] = 32'hffc62883;
		Instructions[8] = 32'h01185a63;
		Instructions[9] = 32'h01162023;
		Instructions[10] = 32'hfff78793;
		Instructions[11] = 32'hffc60613;
		Instructions[12] = 32'hfe0796e3;
		Instructions[13] = 32'h00279793;
		Instructions[14] = 32'h00f507b3;
		Instructions[15] = 32'h0107a023;
		Instructions[16] = 32'h00170713;
		Instructions[17] = 32'h00468693;
		Instructions[18] = 32'hfc1ff06f;
	end
	always @(posedge clk) begin
		case (Address) 
			32'h0 : InstOut = Instructions[0];
			32'h4 : InstOut = Instructions[1];
			32'h8 : InstOut = Instructions[2];
			32'hc : InstOut = Instructions[3];
			32'h10 : InstOut = Instructions[4];
			32'h14 : InstOut = Instructions[5];
			32'h18 : InstOut = Instructions[6];
			32'h1c : InstOut = Instructions[7];
			32'h20 : InstOut = Instructions[8];
			32'h24 : InstOut = Instructions[9];
			32'h28 : InstOut = Instructions[10];
			32'h2c : InstOut = Instructions[11];
			32'h30 : InstOut = Instructions[12];
			32'h34 : InstOut = Instructions[13];
			32'h38 : InstOut = Instructions[14];
			32'h3c : InstOut = Instructions[15];
			32'h40 : InstOut = Instructions[16];
			32'h44 : InstOut = Instructions[17];
			32'h48 : InstOut = Instructions[18];
		endcase
	end
endmodule
### ./constraint.sdc
current_design ROM

set clk_period 4.1
set clk_io_pct 0.2

create_clock -name clk0 -period $clk_period [get_ports {clk}]

set non_clock_inputs [all_inputs -no_clocks]
set_input_delay [expr $clk_period * $clk_io_pct] -clock clk0 $non_clock_inputs
set_output_delay [expr $clk_period * $clk_io_pct] -clock clk0 [all_outputs]
==> impl_metrics.xml <==
<?xml version="1.0" encoding="UTF-8"?>
<metrics>
  <group name="worst_setup_path">
    <metric name="critical_path.cell_chain" unit="">clkdlybuf4s50_1 &gt; buf_4 &gt; nor3_1 &gt; o31ai_1 &gt; a41oi_2 &gt; buf_4</metric>
    <metric name="cp_num_buf_inv" unit="">3</metric>
    <metric name="setup.worst_path.start_class" unit="">input pin</metric>
    <metric name="crit_fanout" unit="">25</metric>
    <metric name="crit_arrival" unit="ns">2.96</metric>
    <metric name="timing.setup.critical_path_class" unit="">in -&gt; reg</metric>
    <metric name="timing.critical_path.slowest_cell_delay" unit="ns">0.76</metric>
    <metric name="startpoint" unit="">Address[4]</metric>
    <metric name="timing.critical_path.max_delay_family" unit="">buffers and inverters</metric>
    <metric name="worst_ep_required_time" unit="ns">4.09</metric>
    <metric name="critical_path.most_common_cell" unit="">buf_4</metric>
    <metric name="crit_path_top_delay_cell" unit="">clkdlybuf4s50_1</metric>
    <metric name="timing.critical_path.to_type" unit="">flop</metric>
  </group>
  <group name="synth">
    <metric name="synth-edff-count" unit="">25</metric>
    <metric name="post_synth_most_frequent_cells" unit="">edfxtp_1, nor2_1, nor3_1, a21oi_1, nand2_1</metric>
    <metric name="synthesis.instances" unit="">184</metric>
    <metric name="postSynthAreaPerCell" unit="um^2">9.27</metric>
    <metric name="yosysWarningCount" unit="">1</metric>
    <metric name="synth-area-yosys" unit="mm^2">0.00171</metric>
    <metric name="mappedNetlistArea" unit="mm^2">0.00171</metric>
    <metric name="synth_sequential_area_ratio" unit="">0.440</metric>
    <metric name="synthArstFlopShare" unit="">0</metric>
    <metric name="synth.distinct_cells" unit="">49</metric>
    <metric name="synth.most_common_cell" unit="">edfxtp_1</metric>
    <metric name="yosysTopAreaCellShare" unit="">0.440</metric>
    <metric name="top_cell_type_by_total_area_after_synthesis" unit="">edfxtp_1</metric>
    <metric name="post_synth_main_area_contributors" unit="">edfxtp_1, nor2_1, nor3_1</metric>
    <metric name="ys_seq_elements" unit="">25</metric>
    <metric name="yosys_cells" unit="">184</metric>
    <metric name="ys_dominant_reg_cell" unit="">edfxtp_1</metric>
  </group>
  <group name="min_path">
    <metric name="worstHoldStart" unit="">Address[7]</metric>
    <metric name="hold_path.class" unit="">in -&gt; reg</metric>
  </group>
  <group name="power_and_ir_drop">
    <metric name="p_sw" unit="mW">0.114</metric>
    <metric name="power.density_cell_area" unit="mW/mm^2">202</metric>
    <metric name="sequential_share_of_power" unit="">0.549</metric>
    <metric name="power_frac_clock" unit="">0.269</metric>
    <metric name="ir_drop" unit="V">0.0000661</metric>
    <metric name="power_frac_comb" unit="">0.182</metric>
    <metric name="power_leakage" unit="nW">0.718</metric>
    <metric name="cell_internal_pwr" unit="mW">0.389</metric>
    <metric name="power.switching_fraction" unit="">0.227</metric>
  </group>
  <group name="layout">
    <metric name="syn2layout_area_growth" unit="%">46.3</metric>
    <metric name="largest_register_ffs" unit="">25</metric>
    <metric name="drive_gt1_frac" unit="">0.0962</metric>
    <metric name="layout.cell_area.non_filler" unit="mm^2">0.00249</metric>
  </group>
  <group name="sta">
    <metric name="timing.final.ws_setup" unit="ns">1.13</metric>
    <metric name="timing.slew.headroom" unit="">0.508</metric>
    <metric name="setup_viol_count_final" unit="">0</metric>
    <metric name="hold_ws" unit="ns">1.45</metric>
    <metric name="min_period" unit="ns">2.97</metric>
    <metric name="worst-slew-pin-transition" unit="ns">0.732</metric>
    <metric name="period_used_share" unit="">0.724</metric>
    <metric name="rsz0062_at_grt" unit="">no</metric>
    <metric name="final-max-slew-violation-count" unit="">0</metric>
    <metric name="max_freq" unit="MHz">337</metric>
    <metric name="setup-tns-final" unit="ns">0</metric>
    <metric name="timing.final.hold_violations" unit="">0</metric>
  </group>
  <group name="grt">
    <metric name="largest_net_degree_at_the_start_of_global_routing" unit="">26</metric>
    <metric name="gr-usage-all-layers" unit="">0.0740</metric>
    <metric name="globalRouteMet1Util" unit="">0.110</metric>
    <metric name="grt_util_met2" unit="">0.114</metric>
    <metric name="grt_remaining_overflow" unit="">0</metric>
    <metric name="grt_use_met3" unit="">0.0110</metric>
    <metric name="first_global_vias" unit="">1556</metric>
    <metric name="grt_antenna_before_repair" unit="">0</metric>
    <metric name="grt_pass1_wl" unit="um">8720</metric>
    <metric name="globalRoute.busiestLayer" unit="">met2</metric>
  </group>
  <group name="job">
    <metric name="warning_count" unit="">25</metric>
    <metric name="cap_violations" unit="">0</metric>
  </group>
  <group name="placed_design">
    <metric name="port_buffers" unit="">62</metric>
    <metric name="detailedPlace.worstSlack" unit="ns">0.852</metric>
    <metric name="final_estimated_routing_congestion_in_global_placement" unit="">0.900</metric>
    <metric name="place_area" unit="mm^2">0.00245</metric>
    <metric name="post-dp-hpwl" unit="um">4440</metric>
  </group>
  <group name="clock_network">
    <metric name="clk_pin_slew" unit="ns">0.08</metric>
    <metric name="cts_max_path_buffers" unit="">2</metric>
    <metric name="post_cts_resized" unit="">0</metric>
    <metric name="root_buffer" unit="">clkbuf_8</metric>
    <metric name="cts.hold.buffers_added" unit="">0</metric>
    <metric name="cts_tree" unit="">yes</metric>
    <metric name="cts-htree-levels" unit="">1</metric>
    <metric name="numClockSinks" unit="">25</metric>
    <metric name="cts_setup_buffers" unit="">0</metric>
    <metric name="numCtsBuffers" unit="">3</metric>
  </group>
  <group name="outcome">
    <metric name="outcome" unit="">complete, no violations</metric>
  </group>
  <group name="detailed_routing">
    <metric name="num_antenna_cells" unit="">0</metric>
    <metric name="number_of_remaining_drc_errors" unit="">0</metric>
    <metric name="routed_via_density" unit="">4.42</metric>
    <metric name="drt_first_iter_violations" unit="">184</metric>
    <metric name="first_pass_iters" unit="">5</metric>
    <metric name="route.final.wire_length" unit="um">5420</metric>
    <metric name="final_antenna_net_count" unit="">0</metric>
    <metric name="via_count" unit="">1646</metric>
    <metric name="post_detailed_route_wirelength_per_cell" unit="um">14.6</metric>
  </group>
  <group name="floorplanning">
    <metric name="die.size.x" unit="um">119</metric>
    <metric name="floorplanUtilization" unit="">0.177</metric>
    <metric name="chipArea" unit="mm^2">0.0142</metric>
    <metric name="std_cell_rows" unit="">36</metric>
    <metric name="design.portCount" unit="">65</metric>
    <metric name="die-height" unit="um">119</metric>
    <metric name="placeableCoreArea" unit="mm^2">0.00964</metric>
  </group>
</metrics>
## path summary, 6_finish.rpt
| path | endpoint | cells past startpoint |
|---|---|---|
| setup / recovery | InstOut[11] | 6 |
| hold / removal | InstOut[14] | 3 |
## final cells by class
cell class              count  area [um^2]
repair buffers             69          673
clock inverters             1         5.00
fillers                  1041         7140
well taps                 133          166
inverters                   2         7.51
flip-flops and latches     25          751
clock buffers               3         41.3
multi-input cells         139          851
## per-layer routing
layer | routed length [um] | share of wire
met1 | 2420 | 0.45
met2 | 2540 | 0.47
met3 | 394 | 0.073
met4 | 65 | 0.012
met5 | 0 | 0
## cells in the final DEF (no fill, tap or decap), types with 5 or more instances in the layout
cell,netlist,final
a21oi_1,12,12
edfxtp_1,25,25
a31oi_1,5,5
nand2_1,12,12
nor3_1,14,14
buf_4,8,7
nor2_1,19,19
o21ai_0,6,6
nor4_1,8,8
nand2b_1,6,6
nand3_1,10,10
clkdlybuf4s50_1,0,62
## power by group through the flow
| stage | Sequential (mW) | Combinational (mW) | Clock, mW |
|---|---|---|---|
| 4_1_cts | 0.276 | 0.0905 | 0.141 |
| 5_1_grt | 0.276 | 0.0991 | 0.154 |
| 6_report | 0.276 | 0.0915 | 0.135 |
## kinds of logic (layout without fill, tap and decap cells)
family | Yosys count | in the layout | share of synthesized area
muxes | 2 | 2 | 0.0117
buffers and inverters | 21 | 75 | 0.0675
other | 1 | 2 | 0.00220
DFF | 25 | 25 | 0.440
and+or+nand+nor | 91 | 91 | 0.307
xor gates and xnor gates | 2 | 2 | 0.0103
AOI/OAI and AO/OA | 42 | 42 | 0.161
## through the flow
step	cells	total power, mW	utilization
finish	372	0.503	0.259
global route	372	0.529	0.259
CTS	372	0.508	0.259
detailed placement	368	0.372	0.254
global placement	368	0.374	0.254
floorplan	185	0.327	-
No activity file was given, so power comes from the tool's default toggle rates.
